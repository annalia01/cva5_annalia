<file path="flow/constraint.sdc">
current_design fp_special_case_detection

set clk_period 1.8
set clk_io_pct 0.2

create_clock -name clk0 -period $clk_period

set non_clock_inputs [all_inputs -no_clocks]
set_input_delay [expr $clk_period * $clk_io_pct] -clock clk0 $non_clock_inputs
set_output_delay [expr $clk_period * $clk_io_pct] -clock clk0 [all_outputs]
</file>
<file path="flow/run.sh">
#!/bin/bash
# OpenROAD 26Q1-2900-gdf79404cd8, Yosys 0.63+post, stock flow scripts
make -C /OpenROAD-flow-scripts/flow DESIGN_CONFIG=/design/flow/config.mk WORK_HOME=/design/flow/orfs finish
</file>
<file path="flow/design.v">
package opcodes;
    localparam [31:0] BEQ = 32'b?????????????????000?????1100011;
    localparam [31:0] BNE = 32'b?????????????????001?????1100011;
    localparam [31:0] BLT = 32'b?????????????????100?????1100011;
    localparam [31:0] BGE = 32'b?????????????????101?????1100011;
    localparam [31:0] BLTU = 32'b?????????????????110?????1100011;
    localparam [31:0] BGEU = 32'b?????????????????111?????1100011;
    localparam [31:0] JALR = 32'b?????????????????000?????1100111;
    localparam [31:0] JAL = 32'b?????????????????????????1101111;
    localparam [31:0] LUI = 32'b?????????????????????????0110111;
    localparam [31:0] AUIPC = 32'b?????????????????????????0010111;
    localparam [31:0] ADDI = 32'b?????????????????000?????0010011;
    localparam [31:0] SLLI = 32'b000000???????????001?????0010011;
    localparam [31:0] SLTI = 32'b?????????????????010?????0010011;
    localparam [31:0] SLTIU = 32'b?????????????????011?????0010011;
    localparam [31:0] XORI = 32'b?????????????????100?????0010011;
    localparam [31:0] SRLI = 32'b000000???????????101?????0010011;
    localparam [31:0] SRAI = 32'b010000???????????101?????0010011;
    localparam [31:0] ORI = 32'b?????????????????110?????0010011;
    localparam [31:0] ANDI = 32'b?????????????????111?????0010011;
    localparam [31:0] ADD = 32'b0000000??????????000?????0110011;
    localparam [31:0] SUB = 32'b0100000??????????000?????0110011;
    localparam [31:0] SLL = 32'b0000000??????????001?????0110011;
    localparam [31:0] SLT = 32'b0000000??????????010?????0110011;
    localparam [31:0] SLTU = 32'b0000000??????????011?????0110011;
    localparam [31:0] XOR = 32'b0000000??????????100?????0110011;
    localparam [31:0] SRL = 32'b0000000??????????101?????0110011;
    localparam [31:0] SRA = 32'b0100000??????????101?????0110011;
    localparam [31:0] OR = 32'b0000000??????????110?????0110011;
    localparam [31:0] AND = 32'b0000000??????????111?????0110011;
    localparam [31:0] LB = 32'b?????????????????000?????0000011;
    localparam [31:0] LH = 32'b?????????????????001?????0000011;
    localparam [31:0] LW = 32'b?????????????????010?????0000011;
    localparam [31:0] LBU = 32'b?????????????????100?????0000011;
    localparam [31:0] LHU = 32'b?????????????????101?????0000011;
    localparam [31:0] SB = 32'b?????????????????000?????0100011;
    localparam [31:0] SH = 32'b?????????????????001?????0100011;
    localparam [31:0] SW = 32'b?????????????????010?????0100011;
    localparam [31:0] FENCE = 32'b?????????????????000?????0001111;
    localparam [31:0] FENCE_I = 32'b?????????????????001?????0001111;
    localparam [31:0] ECALL = 32'b00000000000000000000000001110011;
    localparam [31:0] EBREAK = 32'b00000000000100000000000001110011;
    localparam [31:0] CSRRW = 32'b?????????????????001?????1110011;
    localparam [31:0] CSRRS = 32'b?????????????????010?????1110011;
    localparam [31:0] CSRRC = 32'b?????????????????011?????1110011;
    localparam [31:0] CSRRWI = 32'b?????????????????101?????1110011;
    localparam [31:0] CSRRSI = 32'b?????????????????110?????1110011;
    localparam [31:0] CSRRCI = 32'b?????????????????111?????1110011;
    localparam [31:0] MUL = 32'b0000001??????????000?????0110011;
    localparam [31:0] MULH = 32'b0000001??????????001?????0110011;
    localparam [31:0] MULHSU = 32'b0000001??????????010?????0110011;
    localparam [31:0] MULHU = 32'b0000001??????????011?????0110011;
    localparam [31:0] DIV = 32'b0000001??????????100?????0110011;
    localparam [31:0] DIVU = 32'b0000001??????????101?????0110011;
    localparam [31:0] REM = 32'b0000001??????????110?????0110011;
    localparam [31:0] REMU = 32'b0000001??????????111?????0110011;
    localparam [31:0] SP_FLW = 32'b?????????????????010?????0000111;
    localparam [31:0] SP_FSW = 32'b?????????????????010?????0100111;
    localparam [31:0] SP_FMADD = 32'b?????00??????????????????1000011;
    localparam [31:0] SP_FMSUB = 32'b?????00??????????????????1000111;
    localparam [31:0] SP_FNMSUB = 32'b?????00??????????????????1001011;
    localparam [31:0] SP_FNMADD = 32'b?????00??????????????????1001111;
    localparam [31:0] SP_FADD = 32'b0000000??????????????????1010011;
    localparam [31:0] SP_FSUB = 32'b0000100??????????????????1010011;
    localparam [31:0] SP_FMUL = 32'b0001000??????????????????1010011;
    localparam [31:0] SP_FDIV = 32'b0001100??????????????????1010011;
    localparam [31:0] SP_FSQRT = 32'b010110000000?????????????1010011;
    localparam [31:0] SP_FSGNJ = 32'b0010000??????????000?????1010011;
    localparam [31:0] SP_FSGNJN = 32'b0010000??????????001?????1010011;
    localparam [31:0] SP_FSGNJX = 32'b0010000??????????010?????1010011;
    localparam [31:0] SP_FMIN = 32'b0010100??????????000?????1010011;
    localparam [31:0] SP_FMAX = 32'b0010100??????????001?????1010011;
    localparam [31:0] SP_FCVT_W_S = 32'b110000000000?????????????1010011;
    localparam [31:0] SP_FCVT_WU_S = 32'b110000000001?????????????1010011;
    localparam [31:0] SP_FMV_X_W = 32'b111000000000?????000?????1010011;
    localparam [31:0] SP_FEQ = 32'b1010000??????????010?????1010011;
    localparam [31:0] SP_FLT = 32'b1010000??????????001?????1010011;
    localparam [31:0] SP_FLE = 32'b1010000??????????000?????1010011;
    localparam [31:0] SP_FCLASS = 32'b111000000000?????001?????1010011;
    localparam [31:0] SP_FCVT_S_W = 32'b110100000000?????????????1010011;
    localparam [31:0] SP_FCVT_S_WU = 32'b110100000001?????????????1010011;
    localparam [31:0] SP_FMV_W_X = 32'b111100000000?????000?????1010011;
    localparam [31:0] DP_FLD = 32'b?????????????????011?????0000111;
    localparam [31:0] DP_FSD = 32'b?????????????????011?????0100111;
    localparam [31:0] DP_FMADD = 32'b?????01??????????????????1000011;
    localparam [31:0] DP_FMSUB = 32'b?????01??????????????????1000111;
    localparam [31:0] DP_FNMSUB = 32'b?????01??????????????????1001011;
    localparam [31:0] DP_FNMADD = 32'b?????01??????????????????1001111;
    localparam [31:0] DP_FADD = 32'b0000001??????????????????1010011;
    localparam [31:0] DP_FSUB = 32'b0000101??????????????????1010011;
    localparam [31:0] DP_FMUL = 32'b0001001??????????????????1010011;
    localparam [31:0] DP_FDIV = 32'b0001101??????????????????1010011;
    localparam [31:0] DP_FSQRT = 32'b010110100000?????????????1010011;
    localparam [31:0] DP_FSGNJ = 32'b0010001??????????000?????1010011;
    localparam [31:0] DP_FSGNJN = 32'b0010001??????????001?????1010011;
    localparam [31:0] DP_FSGNJX = 32'b0010001??????????010?????1010011;
    localparam [31:0] DP_FMIN = 32'b0010101??????????000?????1010011;
    localparam [31:0] DP_FMAX = 32'b0010101??????????001?????1010011;
    localparam [31:0] DP_FCVT_S_D = 32'b010000000001?????????????1010011;
    localparam [31:0] DP_FCVT_D_S = 32'b010000100000?????????????1010011;
    localparam [31:0] DP_FEQ = 32'b1010001??????????010?????1010011;
    localparam [31:0] DP_FLT = 32'b1010001??????????001?????1010011;
    localparam [31:0] DP_FLE = 32'b1010001??????????000?????1010011;
    localparam [31:0] DP_FCLASS = 32'b111000100000?????001?????1010011;
    localparam [31:0] DP_FCVT_W_D = 32'b110000100000?????????????1010011;
    localparam [31:0] DP_FCVT_WU_D = 32'b110000100001?????????????1010011;
    localparam [31:0] DP_FCVT_D_W = 32'b110100100000?????????????1010011;
    localparam [31:0] DP_FCVT_D_WU = 32'b110100100001?????????????1010011;
    localparam [31:0] AMO_ADD = 32'b00000????????????010?????0101111;
    localparam [31:0] AMO_XOR = 32'b00100????????????010?????0101111;
    localparam [31:0] AMO_OR = 32'b01000????????????010?????0101111;
    localparam [31:0] AMO_AND = 32'b01100????????????010?????0101111;
    localparam [31:0] AMO_MIN = 32'b10000????????????010?????0101111;
    localparam [31:0] AMO_MAX = 32'b10100????????????010?????0101111;
    localparam [31:0] AMO_MINU = 32'b11000????????????010?????0101111;
    localparam [31:0] AMO_MAXU = 32'b11100????????????010?????0101111;
    localparam [31:0] AMO_SWAP = 32'b00001????????????010?????0101111;
    localparam [31:0] AMO_LR = 32'b00010??00000?????010?????0101111;
    localparam [31:0] AMO_SC = 32'b00011????????????010?????0101111;
    localparam [31:0] SRET = 32'b00010000001000000000000001110011;
    localparam [31:0] MRET = 32'b00110000001000000000000001110011;
    localparam [31:0] SFENCE_VMA = 32'b0001001??????????000000001110011;
    localparam [31:0] WFI = 32'b00010000010100000000000001110011;
    localparam [31:0] CBO_INVAL = 32'b000000000000?????010000000001111;
    localparam [31:0] CBO_CLEAN = 32'b000000000001?????010000000001111;
    localparam [31:0] CBO_FLUSH = 32'b000000000010?????010000000001111;
    localparam [31:0] CUSTOM = 32'b?????????????????????????1111011;
endpackage
package debug_cfg_types;
    parameter DTMCS_USER_REG = 3;
    parameter DMI_USER_REG = 4;
    parameter HARTSELLEN = 9;  
    parameter NUM_CPUS = 4;
        typedef struct packed{
        logic [31:29] zero1;
        logic [28:24] progsize;
        logic [23:13] zero2;
        logic busy;
        logic zero3;
        logic[10:8] cmderr;
        logic [7:4] zero4;
        logic [3:0] datacount;
    } abstract_control_and_status_t;
    typedef struct packed{
        logic [13:0] zero1;
        logic dmihardreset;
        logic dmireset;
        logic zero2;
        logic [2:0] idle;
        logic [1:0] dmistat;
        logic [5:0] abits;
        logic [3:0] version;
    } dtmcs_t;
    typedef struct packed{
        logic [6:0] address;
        logic [31:0] data;
        logic [1:0] op;
    } dmi_t;    
      typedef struct packed{
          logic [7:0] cmdtype;
          logic zero1;
          logic [2:0] size;
          logic zero2;
          logic postexec;
          logic transfer;
          logic write;
          logic [15:0] regno;
      } abstract_command_t;    
    typedef enum bit [6:0] {
        ABSTRACT_DATA0 = 7'h04,
        ABSTRACT_DATA1 = 7'h05,
        ABSTRACT_DATA2 = 7'h06,
        DEBUG_MODULE_CONTROL = 7'h10,
        DEBUG_MODULE_STATUS = 7'h11,
        HART_INFO = 7'h12,
        HALT_SUMMARY = 7'h13,
        HART_ARRAY_WINDOW_SELECT = 7'h14,
        HART_ARRAY_WINDOW = 7'h15,
        ABSTRACT_CONTROL_AND_STATUS = 7'h16,
        ABSTRACT_COMMAND = 7'h17,
        ABSTRACT_COMMAND_AUTOEXEC = 7'h18,
        CONFIG_STRING_ADDR0 = 7'h19,
        CONFIG_STRING_ADDR1 = 7'h1a,
        CONFIG_STRING_ADDR2 = 7'h1b,
        CONFIG_STRING_ADDR3 = 7'h1c,
        PROGRAM_BUFFER0 = 7'h20,
        PROGRAM_BUFFER1 = 7'h21,
        PROGRAM_BUFFER2 = 7'h22,
        PROGRAM_BUFFER3 = 7'h23,
        PROGRAM_BUFFER4 = 7'h24,
        PROGRAM_BUFFER5 = 7'h25,
        PROGRAM_BUFFER6 = 7'h26,
        PROGRAM_BUFFER7 = 7'h27,
        PROGRAM_BUFFER8 = 7'h28,
        PROGRAM_BUFFER9 = 7'h29,
        PROGRAM_BUFFER10 = 7'h2a,
        PROGRAM_BUFFER11 = 7'h2b,
        PROGRAM_BUFFER12 = 7'h2c,
        PROGRAM_BUFFER13 = 7'h2d,
        PROGRAM_BUFFER14 = 7'h2e,
        PROGRAM_BUFFER15 = 7'h2f
    } dm_addr_map_t;
    typedef enum bit [15:0] {
        DEBUG_CSR = 16'h7b0,
        DEBUG_PC = 16'h7b1,
        DEBUG_SCRATCH1 = 16'h7b2,
        DEBUG_SCRATCH2 = 16'h7b3
        } riscv_debug_addr_map_t;
    typedef enum bit [1:0] {
        DMI_OP_NOP = 2'b00,
        DMI_OP_READ = 2'b01,
        DMI_OP_WRITE = 2'b10,
        DMI_OP_RESERVED = 2'b11
    } dmi_jtag_op_t;    
    typedef enum bit [1:0] {
        DMI_STATUS_SUCCESS = 2'b00,
        DMI_STATUS_RESERVED = 2'b01,
        DMI_STATUS_FAILED = 2'b10,
        DMI_STATUS_BUSY = 2'b11
    } dmi_response_op_t;        
    typedef struct packed{
        logic[31:23] zero1;
        logic impebreak;
        logic[21:20] zero2;
        logic allhavereset;
        logic anyhavereset;
        logic allresumeack;
        logic anyresumeack;
        logic allnonexistent;
        logic anynonexistent;
        logic allunavail;
        logic anyunavail;
        logic allrunning;
        logic anyrunning;
        logic allhalted;
        logic anyhalted;
        logic authenticated;
        logic authbusy;
        logic zero3; 
        logic cfgstrvalid;
        logic [3:0] version;
    } DM_Status_t;
    typedef struct packed{
        logic haltreq;
        logic resumereq;
        logic hartreset;
        logic ackhavereset;
        logic zero1;
        logic hasel; 
        logic [25:16] hartsello;
        logic [15:6] hartselhi; 
        logic [5:2] zero2;
        logic ndmreset;
        logic dmactive;
    } DM_control_t;
        typedef struct packed{
        logic [31:24] zero1;
        logic [23:20] nscratch;
        logic [19:17] zero2;
        logic dataaccess;
        logic [15:12] datasize;
        logic [11:0] dataaddr;
    } hart_info_t;
    typedef struct packed {    
        logic [6:0] address;
        logic [31:0] jtag_data;
        logic [31:0] dmi_data;
        logic new_request;
        logic rnw;
        logic handled;
        logic [1:0] response;
    }dmi_interface_t;
    typedef struct packed{
        logic [6:0] address;
        logic [31:0] jtag_data;
        logic new_request;
        logic rnw;
    } jtag_commands_t;
endpackage
typedef struct packed {
    logic [6:0] address;
    logic [31:0] jtag_data;
    logic new_request;
    logic rnw;
} jtag_dmi_interface_output;
typedef struct packed {
    logic handled;
    logic [1:0] response;
    logic [31:0] dmi_data;
} jtag_dmi_interface_input;
typedef struct packed {
    logic handled;
    logic [1:0] response;
    logic [31:0] dmi_data;
} dmi_dmi_interface_output;
typedef struct packed {
    logic [6:0] address;
    logic [31:0] jtag_data;
    logic new_request;
    logic rnw;
} dmi_dmi_interface_input;
typedef struct packed {
    logic halt;
    logic resume;
    logic reset;
    logic [31:0] write_data;
    logic [31:0] read_write_addr;
    logic rnw;
    logic rnw_new_request;
    logic [31:0] program_buffer_data;
} dmi_dmi_cpu_interface_output;
typedef struct packed {
    logic halt_ack;
    logic resume_ack;
    logic reset_ack;
    logic halt_ack_recv;
    logic resume_ack_recv;
    logic running;
    logic [31:0] read_data;
    logic rnw_ack;
    logic [3:0] program_buffer_addr;
} dmi_dmi_cpu_interface_input;
typedef struct packed {
    logic halt_ack;
    logic resume_ack;
    logic reset_ack;
    logic halt_ack_recv;
    logic resume_ack_recv;
    logic running;
    logic [31:0] read_data;
    logic rnw_ack;
    logic [3:0] program_buffer_addr;
} cpu_dmi_cpu_interface_output;
typedef struct packed {
    logic halt;
    logic resume;
    logic reset;
    logic [31:0] write_data;
    logic [31:0] read_write_addr;
    logic rnw;
    logic rnw_new_request;
    logic [31:0] program_buffer_data;
} cpu_dmi_cpu_interface_input;
module fp_special_case_detection
    #(
        parameter FRAC_W = 52,
        parameter EXPO_W = 11,
        parameter SUBNORMAL = 1
    )(
        input logic[EXPO_W-1:0] expo,
        input logic[FRAC_W-1:0] frac,
        output logic is_inf,
        output logic is_SNaN,
        output logic is_QNaN,
        output logic is_zero,
        output logic hidden
    );
    logic expo_all_1s;
    logic frac_lower_0s;
    assign expo_all_1s = &expo;
    assign frac_lower_0s = ~|frac[FRAC_W-2:0];
    assign hidden = |expo;
    assign is_inf = expo_all_1s & ~frac[FRAC_W-1] & frac_lower_0s;  
    assign is_SNaN = expo_all_1s & ~frac[FRAC_W-1] & ~frac_lower_0s;  
    assign is_QNaN = expo_all_1s & frac[FRAC_W-1];  
    assign is_zero = SUBNORMAL ? ~hidden & ~frac[FRAC_W-1] & frac_lower_0s : ~hidden;  
endmodule
</file>
<file path="flow/config.mk">
export PLATFORM = sky130hd
export DESIGN_NAME = fp_special_case_detection
export DESIGN_NICKNAME = fp_special_case_detection
export VERILOG_FILES = /design/flow/design.v
export SDC_FILE = /design/flow/constraint.sdc
export NUM_CORES = 4
export LEC_CHECK = 1
export CORE_AREA = 10 10 70 70
export DIE_AREA = 0 0 80 80
</file>
==> ci_impl_report.md <==
## Synthesis and layout report

| Metric | Value |
|---|---|
| Slack of the critical path | -0.109 ns |
| Worst min-delay path category | input port to output pin |
| Aggregate routed wire length | around 2.1 mm |
| I/O pins | 68 |
| Violated checks | negative setup slack |
| Chip area | 0.00640 sq mm |
| Max stage delay cell, worst path | nor4_4 |
| Placed inst area | approximately 970 sq um |
| Share of cells above drive strength 1 | 0.553 |
| Crit path buffers/inverters | 2 |
| Initial antenna violation count | 0 |
| Total GRT Usage | 0.0568 |
| Cell Chain, Critical Path | clkdlybuf4s15_1, nor4_2, nand4_1, nor4_4, nor3b_2, buf_2 |
| Initial drt markers | 4 |
| Leak | around 0.41 nW |
| Flop Count | 0 |
| Logic area | between 300 and 400 sq um |
| Vias in the first global route | 634 |
| Global route overflow | 0 |
| Chip Area, Yosys | 206 sq um |
| Leading area contributor after synthesis | nor4_1 |
| Netlist Area Pre-Place | between 200 and 250 sq um |
| List of most frequent post-synthesis cells | nor4_1 (14), nand4_1 (4), nand3_1 (2), nor3_1 (2), nor4_2 (2) |
| Final RePlAce weighted congestion | 0.814 |
| Ys Warns | around 120 |
| Yosys cell count | 31 |
| Syn_area_per_cell | 6.66 sq um |
| Worst Tran Pin Value | approximately 0.26 ns |
| HPWL after DPL | approximately 1.9 mm |
| Drt pass-1 iters | 2 |
| Rows | 21 |
| Peak supply drop | around 0.00004 V |
| Diodes inserted | 0 |
| Fin crit share | 1.06 |
| Vias/cell | approximately 3.8 |
| Crit path DAT | 1.55 ns |
| I/O Buffers | slightly below 70 |
| Finished Cell Area | approximately 1000 sq um |
| Yosys cell types | 12 |
| Area growth from synthesis to layout | 382% |
| Power Total | ~0.14 mW |
| Clkbuf count | 0 |
| DRC | 0 |
| Per-cell routed wire length | approximately 14 um |
| Worst Setup Start Kind | input port |
| Area of the core | 0.00342 sq mm |
| Critical path required time | approximately 1.4 ns |
| Init Core Util | 0.0604 |
| Setup violators final | 3 |
| Tool warnings | 34 |
| Crit path kind | input port to output pin |
| Crit-path max cell delay | 0.33 ns |
| Outcome | finished, violations left |
| Die Height | about 80 um |
| Sequential cell area | 0 sq um |
| Post-Syn Instances | 31 |
| First-pass GRT wire length | about 3.0 mm |
| Most numerous cell in the Yosys netlist | nor4_1 |
| Max Clk Rate | approximately 520 MHz |
| Max-slew headroom | 0.829 |
| RSZ-0062 raised after global routing | yes |
| Power density cells | around 140 mW/mm^2 |
| Final ANT Viol Nets | 0 |
| MaxCap Viol Count | 0 |
| Synth Seq Share | 0 |
| Min Tclk post-route | 1.91 ns |
| Pins Over Slew Limit | 0 |
| Area leader share | 0.424 |
| Largest net degree at the start of global routing | 5 |
| Die span in x | 80 um |
| Largest cells by area | nor4_1 (42%), nand4_1 (12%), nor4_2 (12%) |
| Final hold violation count | 0 |
| Critical path fanouts, max | 3 |
| Crit path max-delay family | simple AND/OR/NAND/NOR gates |
| CP endpoint kind | output pin |
| Fill cell count | ~380 |
| Hold buffers post-CTS | 0 |
| Finished Core Util | 0.292 |
| Via Count | 564 |
[report_power, final]
part / internal (mW) / switching [mW] / leakage [nW]
Clock: 0 / 0 / 0
Sequential: 0 / 0 / 0
Combinational: 0.0873 / 0.0485 / 0.407
[final cells by class]
type	instances	area share
Tap cell	46	0.0578
Multi-Input combinational cell	30	0.361
Timing Repair Buffer	72	0.578
Inverter	1	0.00377
[layer usage]
metal | part of all wire | GRT usage | up-vias
li1 | - | - | 283
met3 | 0.14 | 0.0239 | 0
met1 | 0.36 | 0.0620 | 246
met2 | 0.49 | 0.105 | 35
met5 | 0 | 0 | -
met4 | 0 | 0 | 0
[stage by stage]
stage / hold slack, ns / TNS (ns) / setup slack (ns) / std cells
6_report: 1.08 / -0.288 / -0.109 / 149
3_3_place_gp: 1.71 / -3.75 / -0.985 / 148
3_5_place_dp: 1.72 / -3.77 / -0.968 / 148
2_1_floorplan: 0.734 / 0 / 0.231 / 31
4_1_cts: 1.16 / -0.389 / -0.144 / 149
5_1_grt: 1.10 / -0.706 / -0.239 / 149
[what timing repair did]
action,CTS,global route
gates resized,158,24
setup endpoints to repair,5,5
pin swaps,24,12
buffers inserted,1,0
[cell usage in the layout (no fill, tap or decap)]
| cell type | netlist | routed |
|---|---|---|
| and2_1 | 1 | 1 |
| and3b_1 | 1 | 1 |
| buf_2 | 0 | 16 |
| buf_4 | 0 | 3 |
| buf_6 | 0 | 6 |
| clkbuf_2 | 0 | 9 |
| clkdlybuf4s15_1 | 0 | 13 |
| clkdlybuf4s15_2 | 0 | 3 |
| clkdlybuf4s50_1 | 0 | 3 |
| dlygate4sd2_1 | 0 | 19 |
| inv_1 | 1 | 1 |
| nand2_1 | 1 | 1 |
| nand2_2 | 1 | 1 |
| nand3_1 | 2 | 1 |
| nand3_4 | 0 | 1 |
| nand4_1 | 4 | 4 |
| nor3_2 | 0 | 2 |
| nor3b_1 | 1 | 1 |
| nor3b_2 | 1 | 1 |
| nor4_1 | 14 | 1 |
| nor4_2 | 2 | 9 |
| nor4_4 | 0 | 6 |
[logic make-up (layout without fill, tap and decap cells)]
| group | count (synthesis) | in the layout | share of synthesized area |
|---|---|---|---|
| AND/OR/NAND/NOR | 30 | 30 | 0.982 |
| buffers and inverters | 1 | 73 | 0.0182 |
[path summary, 6_finish.rpt]
path	endpoint	slack, ns	cells after the start	start
setup / recovery	is_zero	-0.11	6	frac[41]
hold / removal	is_zero	1.08	5	expo[7]
Power and IR drop assume default switching activity.
